## ./design.v

```verilog
module ck(input [0:4] num,
               output reg [0:31] ck);
always @(*) begin
    case (num)
        5'd0  : ck = 32'h00070E15;
        5'd1  : ck = 32'h1C232A31;
        5'd2  : ck = 32'h383F464D;
        5'd3  : ck = 32'h545B6269;
        5'd4  : ck = 32'h70777E85;
        5'd5  : ck = 32'h8C939AA1;
        5'd6  : ck = 32'hA8AFB6BD;
        5'd7  : ck = 32'hC4CBD2D9;
        5'd8  : ck = 32'hE0E7EEF5;
        5'd9  : ck = 32'hFC030A11;
        5'd10 : ck = 32'h181F262D;
        5'd11 : ck = 32'h343B4249;
        5'd12 : ck = 32'h50575E65;
        5'd13 : ck = 32'h6C737A81;
        5'd14 : ck = 32'h888F969D;
        5'd15 : ck = 32'hA4ABB2B9;
        5'd16 : ck = 32'hC0C7CED5;
        5'd17 : ck = 32'hDCE3EAF1;
        5'd18 : ck = 32'hF8FF060D;
        5'd19 : ck = 32'h141B2229;
        5'd20 : ck = 32'h30373E45;
        5'd21 : ck = 32'h4C535A61;
        5'd22 : ck = 32'h686F767D;
        5'd23 : ck = 32'h848B9299;
        5'd24 : ck = 32'hA0A7AEB5;
        5'd25 : ck = 32'hBCC3CAD1;
        5'd26 : ck = 32'hD8DFE6ED;
        5'd27 : ck = 32'hF4FB0209;
        5'd28 : ck = 32'h10171E25;
        5'd29 : ck = 32'h2C333A41;
        5'd30 : ck = 32'h484F565D;
        5'd31 : ck = 32'h646B7279;
    endcase
end
endmodule
```

## ./run.sh

```bash
#!/bin/bash
# OpenROAD 26Q1-2900-gdf79404cd8, Yosys 0.63+post, stock flow scripts
make -C /OpenROAD-flow-scripts/flow DESIGN_CONFIG=/design/flow/config.mk WORK_HOME=/design/flow/orfs finish
```

## ./config.mk

```make
export PLATFORM = sky130hd
export DESIGN_NAME = ck
export DESIGN_NICKNAME = ck
export VERILOG_FILES = /design/flow/design.v
export SDC_FILE = /design/flow/constraint.sdc
export NUM_CORES = 4
export LEC_CHECK = 1
export CORE_AREA = 10 10 70 70
export DIE_AREA = 0 0 80 80
```

## ./constraint.sdc

```tcl
current_design ck

set clk_period 2.4
set clk_io_pct 0.2

create_clock -name clk0 -period $clk_period

set non_clock_inputs [all_inputs -no_clocks]
set_input_delay [expr $clk_period * $clk_io_pct] -clock clk0 $non_clock_inputs
set_output_delay [expr $clk_period * $clk_io_pct] -clock clk0 [all_outputs]
```

==> changes_impl.md <==
### Physical design

* Hold Crit Class: in2out
* Total grt overflow at 0
* WP data required at 1.92 ns
* First-pass GRT wire length at 3630 um
* Max Clock Freq at 0.428 GHz
* Hold Crit Start: num[1]
* Max-Cap Viols at 0
* I/O Buffers at 29
* FILL cells at 370
* Yosys cell count at 101
* Die width at 80 um
* Flop area at 0 um^2
* Peak VDD IR at 63.0 uV
* Critical path arrival at 1.86 ns
* Area growth, synth to finish at 68.0%
* Cells after Synth at 101
* Final setup TNS at 0 ns
* Area reported by Yosys stat at 697 um^2
* DP HPWL at 1680 um
* Iteration-0 DRC Markers at 72
* Mean post-synth cell area at 6.90 um^2
* Drt drc at 0
* Final-report hold violation count at 0
* PD cells at 198 nW/um^2
* Crit path from: num[4]
* Post-placement worst setup slack at -0.565 ns
* IO Count at 37
* Setup ws final at 0.0644 ns
* Outcome: finished clean
* Clock buffer count in the final layout at 0
* Distinct cells, synth at 31
* Final hold slack at 1.75 ns
* Seq cells at 0
* Routed len/inst at 12.4 um
* Die area at 6400 um^2
* GRT Overall Usage at 6.65%
* Initial antenna violation count at 0
* Mapped Area at 697 um^2
* 1st-pass router iterations at 4
* Synth top area cells: buf_4 16%, ha_1 14%, a21oi_1 9.3%
* Sequential share of the synthesized area at 0%
* Critical Path End Type: output port
* Final period util at 97.3%
* Comb area at 601 um^2
* Via-per-instance ratio at 4.27
* Worst-path maximum fanout at 5
* Yosys warning count at 1
* Critical path type: in2out
* Overall routed net length at 2290 um
* Core area at 3420 um^2
* Top cell area share at 16.2%
* Final ANT Viol Nets at 0
* Max Slew Vio Count at 0
* Core Util at FP at 20.4%
* Vias in the first global route at 783
* Largest net degree at the start of global routing at 16
* P_leak at 0.520 nW
* Vias at 785
* Tool warnings at 39
* N_diodes at 0
* GPL Wtd Cong at 0.885
* Tmin final at 2.34 ns
* Rows at 21
* Final tally of setup violations at 0
* Critical Path Start Type: input pin
* Synth area leader: buf_4
* Die Ht at 80 um
* Share of cells above drive strength 1 at 34.8%
==> cells in the final DEF (no fill, tap or decap), types with 4 or more instances in the layout <==
cell	instances
inv_1	6
conb_1	8
buf_6	7
nand2_1	5
mux2i_1	5
clkdlybuf4s50_1	14
ha_1	4
buf_4	16
dlygate4sd2_1	11
nor2_1	4
a21oi_1	10
==> routing by layer <==
| layer | global-route usage (%) | up-vias | share of wire [%] |
|---|---|---|---|
| li1 | - | 393 | - |
| met3 | 3.52 | 0 | 15 |
| met2 | 10.9 | 40 | 47 |
| met1 | 7.98 | 352 | 38 |
| met5 | 0 | - | 0 |
| met4 | 0 | 0 | 0 |
==> power by group <==
part           internal (mW)  leakage [nW]  total, mW  switching, mW
Sequential                 0             0          0              0
Clock                      0             0          0              0
Combinational          0.136         0.520      0.231         0.0956
Total                  0.136         0.520      0.231         0.0956
==> worst max-delay path, cell delays in order <==
cell	delay [ns]
dlygate4sd2_1	0.24
inv_2	0.07
ha_4	0.29
nand2b_2	0.07
a211o_1	0.31
o21ai_2	0.06
o21ai_1	0.09
dlygate4sd2_1	0.25
==> cells by family (layout without fill, tap and decap cells) <==
| family | after synthesis | count (layout) | synth area share, % |
|---|---|---|---|
| mux | 5 | 5 | 7.18 |
| buf+inv | 31 | 62 | 30.3 |
| fa+ha+maj | 8 | 8 | 14.4 |
| simple gates | 18 | 18 | 12.7 |
| other cells | 2 | 8 | 1.08 |
| xor+xnor | 4 | 4 | 5.03 |
| compound gates | 33 | 33 | 29.3 |
==> cells in the mapped netlist, drive strengths merged (2+ instances only) <==
cell type and instances:
nor2 5, inv 9, mux2i 5, clkbuf 2, nand2b 2, nor2b 4, o221ai 2, conb 2
nand2 5, o21a 2, o21ai 8, a211oi 4, ha 8, a21oi 13, xnor2 3, buf 20
==> final timing paths <==
kind	end	cells after the start
worst max-delay path	ck[17]	8
worst min-delay path	ck[1]	6
==> metrics by stage <==
| stage | power [mW] | cell area [um^2] | util, % | instances |
|---|---|---|---|---|
| 2_1_floorplan | 0.105 | 719 | - | 107 |
| 6_report | 0.231 | 1170 | 34.3 | 184 |
| 5_1_grt | 0.258 | 1170 | 34.3 | 184 |
| 3_3_place_gp | 0.210 | 1020 | 29.8 | 177 |
| 3_5_place_dp | 0.210 | 1020 | 29.8 | 177 |
| 4_1_cts | 0.220 | 1110 | 32.5 | 182 |
==> layout make-up <==
cell class                 count  share of cell area [%]
tap                           46                    4.91
inverter                       9                    2.88
timing repair buffer          53                    40.9
multi-input combinational     76                    51.3
==> timing repair <==
action,CTS,global route
resized,37,16
buffers inserted,4,2
pin swaps,5,3
cloned,1,0
endpoints found under the setup margin,17,7
hold buffers,0,0
No activity file was given, so power comes from the tool's default toggle rates.
